### design/flow/run.sh
#!/bin/bash
# OpenROAD 26Q1-2900-gdf79404cd8, Yosys 0.63+post, stock flow scripts
make -C /OpenROAD-flow-scripts/flow DESIGN_CONFIG=/design/flow/config.mk WORK_HOME=/design/flow/orfs finish
### design/flow/config.mk
export PLATFORM = sky130hd
export DESIGN_NAME = SevenSegDec
export DESIGN_NICKNAME = SevenSegDec
export VERILOG_FILES = /design/flow/design.v
export SDC_FILE = /design/flow/constraint.sdc
export NUM_CORES = 4
export LEC_CHECK = 1
export CORE_AREA = 10 10 70 70
export DIE_AREA = 0 0 80 80
### design/flow/constraint.sdc
current_design SevenSegDec

set clk_period 1.0
set clk_io_pct 0.2

create_clock -name clk0 -period $clk_period

set non_clock_inputs [all_inputs -no_clocks]
set_input_delay [expr $clk_period * $clk_io_pct] -clock clk0 $non_clock_inputs
set_output_delay [expr $clk_period * $clk_io_pct] -clock clk0 [all_outputs]
### design/flow/design.v
module SevenSegDec (
    input [3:0] num,
    output reg [6:0] segments
);
assign segments[6] = ~(num == 4'b0000 || num == 4'b0001 || num == 4'b1011 || num == 4'b1100 || num == 4'b1101 || num == 4'b1110 || num == 4'b1111);
assign segments[5] = ~(num == 4'b0000 || num == 4'b0001 || num == 4'b0010 || num == 4'b0011 || num == 4'b0100 || num == 4'b0101 || num == 4'b0111 || num == 4'b1000 || num == 4'b1011 || num == 4'b1101);
assign segments[4] = ~(num == 4'b0000 || num == 4'b0001 || num == 4'b0010 || num == 4'b0111 || num == 4'b1000 || num == 4'b1001 || num == 4'b1010);
assign segments[3] = ~(num == 4'b0000 || num == 4'b001 || num == 4'b010 || num == 4'b011 || num == 4'b100 || num == 4'b101 || num == 4'b110);
assign segments[2] = ~(num == 4'b000 || num == 4'b001 || num == 4'b011 || num == 4'b100 || num == 4'b101 || num == 4'b110 || num == 4'b111);
assign segments[1] = ~(num == 4'b001 || num == 4'b010 || num == 4'b011 || num == 4'b100 || num == 4'b101 || num == 4'b110 || num == 4'b111);
assign segments[0] = ~(num == 4'b000 || num == 4'b100 || num == 4'b110 || num == 4'b111);
endmodule
==> run notes <==
Implementation numbers.

- The flow ran to the end, but the final reports show violations.
- The checks that failed: setup timing.
- The synthesized instance count is 20.
- The data arrival time of the critical path is 0.88 ns.
- The non-filler instance count after layout is 81.
- The number of warnings the tools reported is 34.
- The report lists the cells along the critical path as buf_12, and3b_2, a31oi_4, o311ai_2, clkbuf_2.
- The weighted congestion at the end of routability-driven global placement is 0.7474.
- STA puts the critical path data required time at roughly 0.80 ns.
- The number of cells after detailed placement is slightly below 80.
- The count of buffering cells on the critical path with inverters included is 2.
- The first global-routing pass estimated 917 µm of wire.
- The final non-filler cell area is between 300 and 400 µm².
- The path class of the tightest hold or removal check is in2out.
- The total grt overflow is 0.
- The count of antenna diodes in the layout is 0.
- The flow measured a signed area growth from synthesis to layout of 200.0%.
- The die height is 80 µm.
- The maximum number of pins on one net before global-route repair is 10.
- For this run, the total global-route usage over all layers was measured as 0.01709.
- Counting I/O delays and the setup requirement, the final critical path takes 1.083 ns.
- OpenSTA lists the critical path startpoint as num[1].
- The last timing report of the flow puts the setup violation total at 2.
- The area occupied by registers is 0 µm².
- 11 I/O pins were placed.
- For this sky-water flow run, the detailed-routed wirelength per cell is reported as roughly 7.5 µm.
- Across all setup checks in the final design, the least slack found is -0.08338 ns.
- Setup repair after global routing could not meet its margin everywhere.
- Summing all multiplexer cells gives an area fraction of 0.
- For this run, the top clock speed supported by timing is between 900 and 1000 MHz.
- On the critical path, the stage with the largest delay is an instance of and3b_2.
- The chip occupies around 6400 µm².
- The post-synthesis simple-gate area fraction is 0.4796.
- The initial utilization of the core area, before any placement, comes to 0.03590.
- The first-pass detailed-route iteration total is 2.
- Summing over every cut layer, the via total after detailed routing is approximately 200.
- The power report puts the leakage power at between 0.1 and 0.15 nW.
- In this design, the largest share of critical-path delay is due to AND-OR/OR-AND gates.
- The core region area is 3416 µm².
- The count of endpoints failing hold in the final timing report is 0.
- The critical path maximum fanout is 6.
- In the final layout, the share of cells above drive strength 1 is 0.7429.
- The timing report lists the critical path depth as 5 cells.
- The count of unique library cells instantiated by Yosys is 16.
- The initial antenna violation count was 0.
- The number of max-cap violations is 0.
- The element type at the critical path end is an output pin.
- The placement stage leaves a total instance area of approximately 300 µm².
- The number of cell rows is 21.
- The final max-slew violation count recorded for this run is 0.
- In this run the tightest slew margin relative to its limit is 0.8612.
- The average instance area after synthesis is around 6.1 µm².
- In this run, the synthesized area fraction spent on AND-OR/OR-AND gates is recorded as 0.3571.
- The final routed DRC violation total is 0.
- The number of cells reported by Yosys stat comes to 20.
- The initial detailed-routing violation count is 3.
- At the pin with the least slew margin, the transition time is a little over 0.2 ns.
- The final layout report lists a clock buffer count of 0.
- Measured along the x axis, the die boundary spans 80 µm.
- The number of warnings issued by yosys is 7.
- The share of the Yosys chip area taken by registers is 0.
- The peak ir drop on the vdd network is between 0.00003 and 0.00004 V.
- Dividing the final minimum period by the clock period gives 1.083.
- The detailed router reported a total wirelength of ~610 µm.
- The via count of the first global-routing pass was roughly 190.
- Of the total synthesized cell area, the portion taken by full adders, half adders and majority gates is 0.
- The count of buffers inserted at the top-level ports is 11.
- In the synthesis report, Yosys lists the chip area as roughly 120 µm².
- The most common logic cell in the final layout is buf_6.
- The residual antenna-violating net count after detailed routing is 0.
- The placed wire-length estimate after detailed placement is slightly below 500 µm.
- By startpoint and endpoint, the worst setup path is classified as in2out.
- After synthesis, the largest family of logic cells by area is simple AND/OR/NAND/NOR gates.
- The most common logic cells in the final layout are buf_6, buf_2, nand2_1, buf_4.
- The xor/xnor cell area share of the yosys netlist is 0.
- The number of sequential cells reported for the layout is 0.
- The end point of the critical path is segments[5].
- The biggest cell delay along the critical path is between 0.2 and 0.25 ns.
- The total power divided by cell area is 361.9 nW/µm².
- The worst setup path is launched from an input port.
- In this run the cell area of the synthesized design comes to roughly 120 µm².
- The per-cell via count in the routed design is roughly 2.4.
==> metrics by stage <==
| stage | utilization | setup TNS [ns] | setup slack (ns) | total power, mW | hold WS, ns |
|---|---|---|---|---|---|
| 6_report | 0.1077 | -0.1055 | -0.08338 | 0.1331 | 0.6686 |
| 5_1_grt | 0.1077 | -0.2156 | -0.1413 | 0.1472 | 0.6943 |
| 4_1_cts | 0.09194 | -0.1583 | -0.1583 | 0.1089 | 0.6604 |
| 3_5_place_dp | 0.08901 | -5.681 | -0.9122 | 0.1126 | 1.467 |
| 3_3_place_gp | 0.08901 | -5.647 | -0.8978 | 0.1117 | 1.460 |
| 2_1_floorplan | - | 0 | 0.09951 | 0.03623 | 0.4231 |
==> worst min-delay path, stage by stage <==
cell     delay (ns)
buf_12         0.08
nand2_1        0.04
nand2_1        0.06
buf_2          0.09
==> metal layers <==
layer | wire length [µm] | vias up | track usage
met5 | 0 | - | 0
met4 | 0 | 0 | 0
met3 | 70 | 0 | 0.006818
met2 | 309 | 6 | 0.03210
met1 | 227 | 86 | 0.01846
li1 | - | 103 | -
==> area by class of cell <==
| class | instances | area (µm²) |
|---|---|---|
| timing repair buffer | 17 | 150.1 |
| inverter | 1 | 3.754 |
| multi-input combinational | 17 | 156.4 |
| fill | 400 | 3048 |
| tap | 46 | 57.56 |
==> report_power, final <==
part           leakage (nW)  internal (mW)  switching [mW]  total [mW]
Clock                     0              0               0           0
Combinational         0.150         0.0819          0.0513       0.133
Sequential                0              0               0           0
Total                 0.150         0.0819          0.0513       0.133
==> cells in the mapped netlist <==
master,instances,share of area
a21o_2,1,0.071
a21oi_1,1,0.041
a31oi_1,1,0.051
and3b_1,1,0.071
buf_2,1,0.041
buf_6,1,0.092
inv_1,1,0.031
nand2_1,3,0.092
nand2b_1,2,0.10
nand3_1,2,0.082
nand3b_1,1,0.061
nor2_1,1,0.031
nor3_1,1,0.041
o21a_1,1,0.061
o311ai_1,1,0.071
o31ai_1,1,0.061
==> logic make-up after synthesis <==
group | Yosys count
AND/OR/NAND/NOR | 11
buffers and inverters | 3
AND-OR/OR-AND | 6
==> worst min path at each step <==
| stage | endpoint | depth (start not counted) | startpoint |
|---|---|---|---|
| 4_1_cts | segments[1] | 3 | num[1] |
| 6_report | segments[2] | 4 | num[1] |
| 5_1_grt | segments[2] | 4 | num[1] |
==> what timing repair did <==
action | 4_1_cts | 5_1_grt
pin swaps | 3 | 4
resized | 47 | 13
hold buffers | 0 | 0
buffers inserted | 0 | 2
setup endpoints to repair | 7 | 4
Power is estimated from default activity; no workload was simulated.
