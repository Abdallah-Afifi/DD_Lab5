## /design/flow/config.mk

```make
export PLATFORM = sky130hd
export DESIGN_NAME = SevenSegDecWithEn
export DESIGN_NICKNAME = SevenSegDecWithEn
export VERILOG_FILES = /design/flow/design.v
export SDC_FILE = /design/flow/constraint.sdc
export NUM_CORES = 4
export LEC_CHECK = 1
export CORE_AREA = 10 10 70 70
export DIE_AREA = 0 0 80 80
```

## /design/flow/design.v

```verilog
module SevenSegDecWithEn(
    input en,
    input [3:0] num,
    output reg [6:0] segments,
    output reg [3:0] anode_active
);
always @ (en, num) begin
    if (en) begin
        case(num)
            4'b0000: segments = 7'b1000000;  
            4'b0001: segments = 7'b1111001;  
            4'b0010: segments = 7'b0100100;  
            4'b0011: segments = 7'b0110000;  
            4'b0100: segments = 7'b0011001;  
            4'b0101: segments = 7'b0010010;  
            4'b0110: segments = 7'b0000010;  
            4'b0111: segments = 7'b1111000;  
            4'b1000: segments = 7'b0000000;  
            4'b1001: segments = 7'b0010000;  
            default: segments = 7'b1111111;   
        endcase
        anode_active = 4'b0001;  
    end
    else begin
        segments = 7'b1111111;   
        anode_active = 4'b0000;  
    end
end
endmodule
```

## /design/flow/run.sh

```bash
#!/bin/bash
# OpenROAD 26Q1-2900-gdf79404cd8, Yosys 0.63+post, stock flow scripts
make -C /OpenROAD-flow-scripts/flow DESIGN_CONFIG=/design/flow/config.mk WORK_HOME=/design/flow/orfs finish
```

## /design/flow/constraint.sdc

```tcl
current_design SevenSegDecWithEn

set clk_period 1.7
set clk_io_pct 0.2

create_clock -name clk0 -period $clk_period

set non_clock_inputs [all_inputs -no_clocks]
set_input_delay [expr $clk_period * $clk_io_pct] -clock clk0 $non_clock_inputs
set_output_delay [expr $clk_period * $clk_io_pct] -clock clk0 [all_outputs]
```

==> flow_summary.ini <==
; flow metrics
[yosys]
ys_chip_area_sq_um = 270
yosys_warnings = 1
top_cell_area_share_pct = 23.1
postSynthAreaPerCell_sq_um = 7.51
synth_seq_share_pct = 0
topCellsByArea = ha_1 (23%), buf_4 (11%), nor2b_1 (9.3%)
most_common_cell = ha_1
syn_area_sq_um = 270
synth.largest_area_cell = ha_1
ys_cells = 36
ys_types = 20
syn_inst = 36
synthTopCellsByCount = ha_1 (5), buf_4 (4), nor2b_1 (4), nand2b_1 (3)

[power_and_ir_drop]
p_switching_mw = 0.0430
leakage_nw = 0.236
pwr-share-clk_pct = 0
combPwrFrac_pct = 100.0
total_power_mw = 0.108
pwr_density_cell_nw_per_um2 = 196
ir_worst_vdd_mv = 0.0364
p_int_mw = 0.0650
swShare_pct = 39.8
seqPwrFrac_pct = 0

[critical_path]
cp_max_fo = 6
cp-end-kind = primary output
startpoint_type = input pin
path_class = in -> out
cp_data_required_time_ns = 1.36
cp.arrival_ns = 1.30

[floorplan]
die_w_microns = 80
fp.dieH_microns = 80
fp-utilization_pct = 7.91
core-area_sq_um = 3420
rows = 21
chip_area_sq_um = 6400
ios = 16

[route]
drtIter0Drc = 8
wire_per_inst_microns = 8.52
drc = 0
diodes = 0
ant_nets = 0
vias_per_cell = 3.04
drt-pass1-iter-count = 2
num_vias = 319
wl_microns = 895

[grt]
grt_max_degree = 7
grt_pass1_wl_microns = 1430
grt_pass1_vias = 308
grt-ovfl-total = 0
grt_util_all_layers_pct = 2.56
antenna_found_initial = 0

[final_timing]
setup_viol = 0
min_period_ns = 1.64
finalCritPeriodShare_pct = 96.7
slew_viol_final = 0
fmax_mhz = 608
hold_viol = 0
whs_ns = 1.17

[min_path]
hold_path.class = in -> out

[layout]
register_area_sq_um = 0
fillers = 382
drive_gt1_share_pct = 54.2
nClkBuffers = 0
areaGrowthSynthToFinish_pct = 104
logic_area_sq_um = 273
fin_util_pct = 16.2
flops = 0

[place]
gp_congestion = 0.756
io_buffers = 13
place_hpwl_microns = 705

[flow_run]
warnings = 36
maxCapViolCount = 0

[cts]
cts_hold_buf = 0

[run_status]
status = finished, final reports clean
metal layers:
metal,up-vias,wire length [microns],GRT usage (%)
met5,-,0,0
met4,0,0,0
met3,0,35,0
met2,9,453,4.82
met1,146,406,3.36
li1,164,-,-
cell families after synthesis:
logic type	synth area share, %
AND-OR/OR-AND	22.7
XOR/XNOR	3.24
adder cells (fa/ha/maj)	23.1
buffers and inverters	18.1
multiplexers	9.72
other	1.39
AND/OR/NAND/NOR	21.8
timing repair:
item                       CTS  global route
setup endpoints to repair    8             5
resized                     36             9
buffers inserted             3             0
pin swaps                    6             4
final cells by class:
| type | count | share of cell area [%] |
|---|---|---|
| multi-input combinational | 31 | 49.4 |
| timing repair buffer | 26 | 38.8 |
| inverter | 2 | 1.36 |
| tap | 46 | 10.4 |
metrics by stage:
step	cells	setup WS (ns)	TNS, ns	instance area, sq um
CTS	105	0.000666	0	534
global placement	102	-0.637	-4.16	499
floorplan	38	0.377	0	278
global route	105	-0.000853	-0.000853	552
finish	105	0.0562	0	552
detailed placement	102	-0.633	-4.18	499
power by group through the flow:
stage / combinational (mW) / clock, mW / sequential, mW
6_report: 0.108 / 0 / 0
5_1_grt: 0.119 / 0 / 0
4_1_cts: 0.104 / 0 / 0
final timing paths:
kind	startpoint	slack, ns	end	cells past startpoint
worst max-delay path	num[3]	0.06	segments[5]	6
worst min-delay path	num[0]	1.17	segments[3]	5
critical path: stages:
cell and delay [ns]:
clkdlybuf4s15_2 0.22, buf_4 0.16, nand2b_1 0.15, a21oi_2 0.13, o21ai_1 0.06, dlygate4sd2_1 0.24
cells in the final DEF (no fill, tap or decap), types with 2 or more instances in the layout:
master / n
ha_4: 2
ha_1: 2
conb_1: 3
nand2_1: 2
dlygate4sd2_1: 5
clkbuf_2: 2
buf_2: 3
o21ai_1: 2
buf_4: 9
nand2b_1: 2
nor2b_1: 3
inv_2: 2
buf_6: 5
No activity file was given, so power comes from the tool's default toggle rates.
