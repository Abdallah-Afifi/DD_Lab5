### flow/config.mk
export PLATFORM = sky130hd
export DESIGN_NAME = SevenSegDecWithEnAndDigitSel
export DESIGN_NICKNAME = SevenSegDecWithEnAndDigitSel
export VERILOG_FILES = /design/flow/design.v
export SDC_FILE = /design/flow/constraint.sdc
export NUM_CORES = 4
export LEC_CHECK = 1
export CORE_AREA = 10 10 70 70
export DIE_AREA = 0 0 80 80
### flow/constraint.sdc
current_design SevenSegDecWithEnAndDigitSel

set clk_period 1.0
set clk_io_pct 0.2

create_clock -name clk0 -period $clk_period [get_ports {en}]

set non_clock_inputs [all_inputs -no_clocks]
set_input_delay [expr $clk_period * $clk_io_pct] -clock clk0 $non_clock_inputs
set_output_delay [expr $clk_period * $clk_io_pct] -clock clk0 [all_outputs]
### flow/design.v
module SevenSegDecWithEnAndDigitSel(
    input en,
    input [3:0] num,
    input [1:0] digit_sel,
    output reg [6:0] segments,
    output reg [3:0] anode_active
);
always @(*) begin
    case(num)
        4'b1010: segments = 7'b1001110;  
        4'b1011: segments = 7'b1001000;  
        4'b1100: segments = 7'b1100011;  
        4'b1101: segments = 7'b1000100;  
        4'b1110: segments = 7'b1100001;  
        4'b1111: segments = 7'b1100111;  
        default: segments = 7'b1111111;  
    endcase
end
always @(posedge en) begin
    case(digit_sel)
        2'b00: anode_active <= 4'b1110;  
        2'b01: anode_active <= 4'b1101;  
        2'b10: anode_active <= 4'b1011;  
        2'b11: anode_active <= 4'b0111;  
        default: anode_active <= 4'b1111;  
    endcase
end
endmodule
### flow/run.sh
#!/bin/bash
# OpenROAD 26Q1-2900-gdf79404cd8, Yosys 0.63+post, stock flow scripts
make -C /OpenROAD-flow-scripts/flow DESIGN_CONFIG=/design/flow/config.mk WORK_HOME=/design/flow/orfs finish
==> impl_metrics.env <==
# physical design summary
export IMPL_drt_pass1_iter_count=2
export IMPL_drc=0
export IMPL_hpwl_um=529
export IMPL_design_core_area_um2=3420
export IMPL_dieArea_um2=6400
export IMPL_nFillCells=397
export IMPL_holdPathEnd="anode_active[0]$_DFF_P_"
export IMPL_wl_per_cell_um=7.21
export IMPL_dieWidth_um=80
export IMPL_top_regs="anode_active: 4 flops"
export IMPL_grt_pass1_wl_um=1080
export IMPL_status="finished, final reports clean"
export IMPL_ir_worst_vdd_v=0.000170
export IMPL_postCtsHoldBufs=0
export IMPL_slew_violations=0
export IMPL_ys_flops=4
export IMPL_path_max_fanout=5
export IMPL_layout_drive_gt1_share_pct=47.8
export IMPL_h_tree_depth=1
export IMPL_worst_slack_ns=0.00424
export IMPL_numCtsBuffers=3
export IMPL_post_route_period_util_pct=99.6
export IMPL_finalWeightedCongestion=0.734
export IMPL_grt_antenna_before_repair=0
export IMPL_yosys_warnings=1
export IMPL_ys_seq_share_pct=40.3
export IMPL_rows=21
export IMPL_leakage_nw=0.204
export IMPL_viasPerCell=2.49
export IMPL_ctsLongestPathBuffers=2
export IMPL_grt_pass1_vias=219
export IMPL_register_area_um2=80.1
export IMPL_critical_path_class="in2out"
export IMPL_netlist_area_um2=199
export IMPL_drtAntennaViolNets=0
export IMPL_root_buffer="clkbuf_4"
export IMPL_die_h_um=80
export IMPL_critical_path_arrival_ns=0.80
export IMPL_pwr_density_cell_nw_per_um2=1030
export IMPL_yosysCellCount=23
export IMPL_track_usage_pct=1.99
export IMPL_largest_register="anode_active"
export IMPL_utilization_pct=13.7
export IMPL_finalSetupViolations=0
export IMPL_finalPower_mw=0.482
export IMPL_postSynthAreaPerCell_um2=8.65
export IMPL_antenna_cells=0
export IMPL_drt_initial_drc_count=7
export IMPL_worstPathRequired_ns=0.80
export IMPL_ys_types=15
export IMPL_fp_util_pct=5.82
export IMPL_routed_wl_um=663
export IMPL_fmax_ghz=1.00
export IMPL_warnings=27
export IMPL_period_minus_slack_ns=0.996
export IMPL_grt_max_degree=7
export IMPL_tritoncts="yes"
export IMPL_hold_class="in2reg"
export IMPL_critPathLaunchType="primary input"
export IMPL_cts_clk_slew_worst_paths_ns=0.04
export IMPL_clock_sinks=4
export IMPL_drv_cap=0
export IMPL_post_place_ws_ns=-0.943
export IMPL_vias=229
export IMPL_netlist_instances=23
export IMPL_hold_viol=0
export IMPL_ioPinCount=18
export IMPL_rsz0062_at_grt="true"
export IMPL_place_port_buffers=16
export IMPL_yosysChipArea_um2=199
export IMPL_grt_remaining_overflow=0
export IMPL_largest_reg_flops=4
export IMPL_areaGrowthSynthToFinish_pct=135
export IMPL_logic_area_um2=111
export IMPL_min_from="digit_sel[0]"
export IMPL_layout_top_cells="buf_2, dlygate4sd2_1, dfxtp_1, buf_4"
export IMPL_end_kind="output pin"
export IMPL_hold_path_cell_count=2
[synth_stat cells]
| master | number | area share [%] |
|---|---|---|
| or2_2 | 1 | 3.1 |
| a211o_1 | 1 | 4.4 |
| conb_1 | 1 | 1.9 |
| inv_1 | 1 | 1.9 |
| buf_4 | 2 | 7.5 |
| xnor2_1 | 1 | 4.4 |
| nand2_1 | 2 | 3.8 |
| nor2b_1 | 1 | 3.1 |
| dfxtp_1 | 4 | 40 |
| a21oi_1 | 1 | 2.5 |
| and3b_2 | 1 | 5.0 |
| and2b_1 | 1 | 3.8 |
| nand2b_1 | 2 | 6.3 |
| and3b_1 | 1 | 4.4 |
| o21ai_0 | 3 | 7.5 |
[final cells by class]
type | instances | share of cell area, %
timing repair buffer | 22 | 41.2
multi-input combinational | 16 | 23.8
sequential | 4 | 17.1
tap | 46 | 12.3
clock buffer | 3 | 4.81
inverter | 1 | 0.802
[how the worst max path moves through the flow]
stage,startpoint,endpoint,cells past startpoint
after CTS,num[2],segments[1],4
after global routing,num[2],segments[2],5
final,num[1],segments[1],4
[cells by family (layout without fill, tap and decap cells)]
logic type / count (synthesis) / in the layout / synth area share, %
and+or+nand+nor: 9 / 9 / 29.6
AOI/OAI and AO/OA: 5 / 5 / 14.5
DFF: 4 / 4 / 40.3
buffers and inverters: 3 / 26 / 9.43
other: 1 / 1 / 1.88
xor gates and xnor gates: 1 / 1 / 4.40
[repair_timing]
item | in CTS | in global routing
endpoints found under the setup margin | 10 | 4
pin swaps | 3 | 2
setup buffers | 2 | 0
cloned | 0 | 0
resized | 43 | 8
[routing by layer]
metal  GRT usage (%)  vias up  wire length (µm)
li1                -      119                 -
met4           0.880        0                13
met1            2.00      103               228
met3           0.455        2                 9
met2            3.77        5               411
met5               0        -                 0
[per-stage QoR]
| stage | TNS (ns) | hold slack (ns) | cells | area (µm²) |
|---|---|---|---|---|
| 2_1_floorplan | 0 | 0.262 | 23 | 199 |
| 3_3_place_gp | -4.58 | 0.798 | 87 | 432 |
| 3_5_place_dp | -4.75 | 0.804 | 87 | 432 |
| 4_1_cts | -0.0429 | 0.567 | 92 | 457 |
| 5_1_grt | -0.0200 | 0.574 | 92 | 468 |
| 6_report | 0 | 0.566 | 92 | 468 |
[worst max-delay path: stages]
cell and delay, ns:
buf_8 0.10, buf_6 0.11, a211o_1 0.27, buf_2 0.12
[power by group]
part / switching (mW) / internal, mW / total [mW]
logic: 0.0348 / 0.0794 / 0.114
clock network: 0.0631 / 0.134 / 0.197
registers: 0.00134 / 0.169 / 0.170
